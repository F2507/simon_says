File: design/flow/config.mk
export PLATFORM = sky130hd
export DESIGN_NAME = tlt_mem_blinker
export DESIGN_NICKNAME = tlt_mem_blinker
export VERILOG_FILES = /design/flow/design.v
export SDC_FILE = /design/flow/constraint.sdc
export NUM_CORES = 4
export LEC_CHECK = 1
export CORE_UTILIZATION = 50
File: design/flow/run.sh
#!/bin/bash
# OpenROAD 26Q1-2900-gdf79404cd8, Yosys 0.63+post, stock flow scripts
make -C /OpenROAD-flow-scripts/flow DESIGN_CONFIG=/design/flow/config.mk WORK_HOME=/design/flow/orfs finish
File: design/flow/design.v
module blinker
#( parameter ms=1_000_000)
(
    input logic clk,
    input logic reset,
    input logic on_off,              
    input logic [3:0] level,         
    input logic [1:0] led_to_glow,   
    output logic done,               
    output logic [3:0] count,         
    output logic [9:0] led_out       
);
initial count = 4'd0; 
integer time_counter = 1;
initial done = 1'd0;
wire [3:0] led_out_decoder;
decoder_2_4 decoder_2_4(.led_in(led_to_glow), .led_out(led_out_decoder));
always @ (posedge clk && reset == 1 ) begin
    if(level >= 0 && level <= 4'd10  && on_off == 1)begin
        if(time_counter == 25*ms ) begin
            led_out <= {6'd0, led_out_decoder};
            count <= count + 1;
            time_counter <= time_counter + 1;
        end else if(time_counter == 50*ms) begin
            led_out <= 10'd0;
            time_counter <= 1;
            if (count == level) begin
                done <= 1;
            end
        end else if(on_off == 1)
            time_counter <= time_counter + 1;
    end else begin
        time_counter = 1;
        count <= 4'd0;
        done <= 0;
        led_out <= 10'b0000_0000_00;
    end
end
endmodule
module decoder_2_4(
    input logic [1:0] led_in,
    output logic [3:0] led_out
);
    always @ (led_in) begin
        case(led_in)
            2'b00: led_out <= 4'b0001;
            2'b01: led_out <= 4'b0010;
            2'b10: led_out <= 4'b0100;
            2'b11: led_out <= 4'b1000;
            default: led_out <= 4'bxxxx;
        endcase
    end
endmodule
module mem(input logic clock, input logic [3:0] address, input logic rw, input logic [1:0] in_num, output logic [1:0] out_num);
reg [1:0] number_memory [9:0];
always_ff @(posedge clock) begin
    if(rw == 0)
        out_num <= number_memory[address];
    else if(rw) begin
        out_num <= 2'bxx;
        number_memory[address] <= in_num;
    end
end
endmodule
module tlt_mem_blinker #( parameter hard_level = 4'd5,   parameter ms=1_000_000)
(input logic CLOCK_50, input logic [3:0] KEY, output logic [9:0] LEDR, output logic [6:0] HEX0);
reg [3:0] address;
reg [3:0] count;
wire [1:0] out_num;
reg rw = 1;
reg on_off = 0;
reg [1:0] values;
integer i = 0;
always @ (posedge CLOCK_50 && KEY[0] == 1 ) begin 
    if (i < 32'd10) begin
        address <= i[3:0];
        values <= i[1:0];
        i <= i+1;
    end else begin
        address <= count;
        values <= 2'b00;
        rw <= 0;
        on_off <= 1;
    end
end
mem mem(.clock(CLOCK_50), .address(address), .rw(rw), .in_num(values), .out_num(out_num));
blinker #(ms) blinker(.clk(CLOCK_50),
    .reset(KEY[0]),
    .on_off(on_off),
    .level(hard_level),         
   .led_to_glow(out_num),   
    .done(done_W),               
    .count(count),         
    .led_out(LEDR)       
);
endmodule
File: design/flow/constraint.sdc
current_design tlt_mem_blinker

set clk_period 5.7
set clk_io_pct 0.2

create_clock -name clk0 -period $clk_period [get_ports {CLOCK_50}]

set non_clock_inputs [all_inputs -no_clocks]
set_input_delay [expr $clk_period * $clk_io_pct] -clock clk0 $non_clock_inputs
set_output_delay [expr $clk_period * $clk_io_pct] -clock clk0 [all_outputs]
==> reports/qor.yml <==
grt_max_degree: 33
grt_pass1_vias: 3156
power_uw: 940
comb_area_sq_mm: 0.00216
via_per_inst: 5.63
setup_viol: 0
reg2reg_from: "blinker.time_counter[0]"
yosysChipArea_sq_mm: 0.00486
flop_cell: "edfxtp_1"
yosys_warnings: 12
vdd_drop_max_mv: 0.118
status: "complete, no violations"
cts_setup_buffers: 0
tightest_slew_ns: 0.840
antenna_cells: 0
synth_seq_share: 0.531
xor_share: 0.0774
edf_count: 54
grtUsageMet3: 0.0409
finClkSkew_ns: 0.0179
ios: 22
fa_ha_area_frac: 0.0103
die_h_um: 101
ys_sh_simple: 0.237
muxShareOfSynthArea: 0.0360
firstDrtPassIters: 4
wl_um: 8830
intPower_uw: 749
worst-path-max-fanout: 1
clkPwrFrac: 0.449
dieArea_sq_mm: 0.0101
critPathKind: "input pin to clock gate"
layout_top_cell: "edfxtp_1"
ys_cells: 452
fin_cells: 605
place_congestion: 0.824
hp-class: "input pin to clock gate"
seq_area_sq_mm: 0.00258
clk_latency_ns: 0.68
synthTopLogicFamily: "simple AND/OR/NAND/NOR gates"
fin_tns_setup_ns: 0
finalHoldViolations: 0
use_met2: 0.271
grt_usage: 0.196
power.leakage_nw: 1.62
grt-ovfl-total: 0
rsz0062_at_grt: "false"
fp.coreArea_sq_mm: 0.00933
syn_area_per_cell_sq_um: 10.8
design_area_sq_mm: 0.00538
startpoint: "KEY[0]"
combPwrFrac: 0.026
worst_ep_arrival_time_ns: 3.27
post_synth_num_cell_types: 47
antenna_left: 0
r2r_setup_slack_ns: 3.01
grtUsageMet1: 0.351
rr_endpoint: "blinker.time_counter[0]"
detail_route.drc_violations: 0
start_kind: "input pin"
portBuffers: 5
antenna_found_initial: 0
maxCapViolCount: 0
power_frac_seq: 0.525
drtIter0Drc: 146
dp_hpwl_um: 5770
most-common-layout-cells: "54 x edfxtp_1, 48 x dfxtp_1, 30 x xnor2_1"
reg2reg_depth: 7
placed_cells: 576
power_density_mw_per_mm2: 175
fp_util: 0.521
end_kind: "clock gate"
switching_share: 0.204
async_flop_share: 0
syn_to_final_growth_pct: 10.7
syn-cell-area_sq_mm: 0.00486
busiest_layer: "met1"
compound_area_frac: 0.0664
rows: 35
die-width_um: 101
power.switching_uw: 191
wl_per_cell_um: 14.6
dpl_cell_area_sq_mm: 0.00502
vias: 3408
openroad.warnings: 29
grt_pass1_wl_um: 15000
drv_slew: 0
drive_gt1_frac: 0.0903
maxSlewHeadroom: 0.435
postSynthCellCount: 452
crit_required_ns: 5.89
tritoncts: "built"
fillers: 780
ys.flops: 102
==> flip-flops by register name, indices dropped and copies added, names as in the netlist <==
register and cells:
mem.number_memory 20, rw 1, blinker.led_out 4, mem.out_num 2
blinker.count 4, i 32, values 2, address 4
on_off 1, blinker.time_counter 32
==> stage by stage <==
step	setup WS [ns]	util	hold WS [ns]
final	2.62	0.577	0.181
after global routing	2.58	0.577	0.219
after CTS	2.62	0.577	0.187
after detailed placement	3.11	0.538	-1.32
after global placement	3.14	0.538	-1.32
after floorplan	2.70	-	-1.71
==> Yosys cell counts, drive strengths merged (4+ instances only) <==
library cell | count | area share
nand4 | 23 | 0.031
nand3 | 25 | 0.027
a21oi | 20 | 0.021
nor2 | 29 | 0.022
and2 | 6 | 0.0077
nand2b | 8 | 0.010
ha | 4 | 0.010
buf | 18 | 0.025
inv | 11 | 0.0085
or4 | 15 | 0.023
clkbuf | 9 | 0.0069
dfxtp | 48 | 0.20
edfxtp | 54 | 0.33
mux2 | 4 | 0.0093
o31ai | 12 | 0.019
nor3 | 8 | 0.0082
o221ai | 4 | 0.0072
o21ai | 8 | 0.0082
xor2 | 13 | 0.023
and4 | 10 | 0.018
mux4 | 4 | 0.019
a31oi | 4 | 0.0051
and3 | 5 | 0.0064
nand2 | 29 | 0.022
mux2i | 4 | 0.0082
nor4 | 18 | 0.024
xnor2 | 30 | 0.054
or3 | 7 | 0.0090
==> cells by family after synthesis <==
| group | Yosys count |
|---|---|
| compound gates | 52 |
| simple gates | 199 |
| xor+xnor | 43 |
| other cells | 2 |
| fa+ha+maj | 4 |
| mux | 12 |
| buf+inv | 38 |
| flops | 102 |
==> cell type report <==
cell class	count	share of cell area
sequential	102	0.480
timing repair buffer	12	0.0205
clock buffer	22	0.0569
inverter	11	0.00767
multi-input combinational	325	0.400
clock inverter	4	0.00488
tap	129	0.0300
==> per-layer routing <==
metal / vias to the layer above / part of all wire
met1: 1621 / 0.52
met3: 6 / 0.038
met5: - / 0
li1: 1722 / -
met2: 59 / 0.44
met4: 0 / 0.0059
==> what timing repair did <==
action | in CTS | in global routing
endpoints found under the hold margin | 1 | 0
gates resized | 0 | 0
hold buffers | 3 | 0
==> critical path: stages <==
cell	delay, ns
dlygate4sd3_1	0.52
dlygate4sd3_1	0.54
clkdlybuf4s50_1	0.49
dlygate4sd3_1	0.57
==> worst min-delay path by stage <==
stage                  start  slack, ns  cells past startpoint    endpoint
after CTS             KEY[0]       0.19                      4  clock gate
after global routing  KEY[0]       0.22                      4  clock gate
final                 KEY[0]       0.18                      4  clock gate
==> power by group through the flow <==
| stage | sequential, mW | clock (mW) | combinational [mW] |
|---|---|---|---|
| final | 0.494 | 0.422 | 0.0241 |
| after global routing | 0.494 | 0.454 | 0.0280 |
| after CTS | 0.493 | 0.436 | 0.0243 |
Power figures rest on the tool's default switching activity, not on a simulated workload.
