### /design/flow/constraint.sdc
current_design simonSays

set clk_period 6.1
set clk_io_pct 0.2

create_clock -name clk0 -period $clk_period [get_ports {CLOCK_50}]

set non_clock_inputs [all_inputs -no_clocks]
set_input_delay [expr $clk_period * $clk_io_pct] -clock clk0 $non_clock_inputs
set_output_delay [expr $clk_period * $clk_io_pct] -clock clk0 [all_outputs]
### /design/flow/config.mk
export PLATFORM = sky130hd
export DESIGN_NAME = simonSays
export DESIGN_NICKNAME = simonSays
export VERILOG_FILES = /design/flow/design.v
export SDC_FILE = /design/flow/constraint.sdc
export NUM_CORES = 4
export LEC_CHECK = 1
export CORE_UTILIZATION = 50
### /design/flow/design.v
module blinker
#( parameter ms=1_000_000)
(
    input logic clk,
    input logic reset,
    input logic on_off,              
    input logic [3:0] level,         
    input logic [1:0] led_to_glow,   
    output logic done,               
    output logic [3:0] count,         
    output logic [9:0] led_out       
);
initial count = 4'd0; 
integer time_counter = 1;
initial done = 1'd0;
wire [3:0] led_out_decoder;
decoder_2_4 decoder_2_4(.led_in(led_to_glow), .led_out(led_out_decoder));
always @ (posedge clk && reset == 1 ) begin
    if(level >= 0 && level <= 4'd10  && on_off == 1)begin
        if(time_counter == 25*ms ) begin
            led_out <= {6'd0, led_out_decoder};
            count <= count + 1;
            time_counter <= time_counter + 1;
        end else if(time_counter == 50*ms) begin
            led_out <= 10'd0;
            time_counter <= 1;
            if (count == level) begin
                done <= 1;
            end
        end else if(on_off == 1)
            time_counter <= time_counter + 1;
    end else begin
        time_counter = 1;
        count <= 4'd0;
        done <= 0;
        led_out <= 10'b0000_0000_00;
    end
end
endmodule
module cmp(    
    input logic clk,
    input logic reset,
    input logic on_off,            
    input logic [3:0] sw,        
    input logic [1:0] actual,    
    output logic correct_input   
);
wire [3:0] actual_4bit;
decoder_2_4 decoder_2_4(.led_in(actual), .led_out(actual_4bit));
assign correct_input = (on_off == 1) ? (actual_4bit == sw ? 1 : 0) : 1'bx;
endmodule
module decoder_2_4(
    input logic [1:0] led_in,
    output logic [3:0] led_out
);
    always @ (led_in) begin
        case(led_in)
            2'b00: led_out <= 4'b0001;
            2'b01: led_out <= 4'b0010;
            2'b10: led_out <= 4'b0100;
            2'b11: led_out <= 4'b1000;
            default: led_out <= 4'bxxxx;
        endcase
    end
endmodule
module fsm(
    input logic clk,
    input logic reset,
    input logic blinker_done,
    input logic cmp_good,
    input logic input_done,
    output logic getRandNum,
    output logic rw_mem,
    output logic on_cmp,
    output logic on_input_block,
    output logic on_blinker,
    output logic [3:0] out_level,
    output logic [3:0] sevenSegDisplay
);
reg [3:0] level;     
reg [3:0] step;      
typedef enum logic [2:0] {start, genRandNum, blink, acceptInput, validateInput, win, defaultState} State;
State currState;
always_ff @(posedge clk)begin
    if(reset == 0)  begin
        currState <= start;
        step <= 4'd0;
    end else begin
        case(currState)
            start :  begin
                currState <= genRandNum; 
                level <= 4'd0;
                step <= 0;
            end
            genRandNum: begin
                currState <= blink;
                level <= level + 1'b1;
                step <= 0;
            end
            blink : if (blinker_done) currState <= acceptInput;
                    else currState <= blink;
            acceptInput :   if(input_done) begin
                                currState <= validateInput;
                                step <= step + 1;
                            end else currState <= acceptInput;
            validateInput : if(cmp_good) begin
                                if(step < level && level <= 4'd10) currState <= acceptInput;
                                else if (step == level && level < 4'd10) currState <= genRandNum;
                                else if (step == level && level == 4'd10) currState <= win;  
                            end else
                                currState <= start;
            win: currState <= win;
            default : begin
                currState <= defaultState;
                level <= 4'd0;
            end
        endcase
    end     
end
    always_comb  begin 
        case (currState)
            start : begin
                {getRandNum, rw_mem, on_cmp, on_input_block, on_blinker} <= 5'b00000;
                sevenSegDisplay <= 4'b0000;
                out_level <= 4'bxxxx;
            end
            genRandNum : begin
                {getRandNum, rw_mem, on_cmp, on_input_block, on_blinker} <= 5'b11000;
                sevenSegDisplay <= 4'b0000;
                out_level <= level;
            end
            blink : begin 
                {getRandNum, rw_mem, on_cmp, on_input_block, on_blinker} <= 5'b00001;
                sevenSegDisplay <= 4'b0000;
                out_level <= level;
            end
            acceptInput : begin
                {getRandNum, rw_mem, on_cmp, on_input_block, on_blinker} <= 5'b00010;
                sevenSegDisplay <= 4'b0001;
                out_level <= step;
            end
            validateInput : begin 
                {getRandNum, rw_mem, on_cmp, on_input_block, on_blinker} <= 5'b00100;
                sevenSegDisplay <= 4'b0000;
                out_level <= step;
            end
            win : begin 
                {getRandNum, rw_mem, on_cmp, on_input_block, on_blinker} <= 5'b00000;
                sevenSegDisplay <= 4'b1001;
                out_level <= 4'bxxxx;
            end
            default : begin
                {getRandNum, rw_mem, on_cmp, on_input_block, on_blinker} <= 5'bxxxxx;
                sevenSegDisplay <= 4'bxxxx;
                out_level <= 4'bxxxx;
            end
        endcase
    end
endmodule
module input_block(    
    input logic clk,
    input logic reset,
    input logic on_off,            
    input logic [9:0] sw,
    output logic [9:0] led,  
    output logic [3:0] to_cmp,
    output logic input_done
);
reg [3:0]save_sw = 4'd0;
reg extraClockCount = 0;
assign led = sw;
reg [9:0] debounce_counter = 10'd0;
always @ (posedge clk && reset == 1) begin
    if(on_off == 1)begin
        if(sw == 10'd0)begin
            if(save_sw != 4'd0 ) begin
                debounce_counter <= debounce_counter + 1;
                if(debounce_counter == 10'd1023) begin
                    to_cmp <= save_sw;
                    input_done <= 1;
                    save_sw <= 4'd0;
                    debounce_counter <= 10'd0;
                end
            end else begin
                input_done <= 0;
                debounce_counter <= 10'd0;
            end
        end else begin
            save_sw <= sw[3:0];
            input_done <= 0;
            debounce_counter <= 10'd0;
        end
    end else begin
        input_done <= 0;
        save_sw <= 4'd0;
        to_cmp <= 4'bxxxx;
        debounce_counter <= 10'd0;
    end
end
endmodule
module mem(input logic clock, input logic [3:0] address, input logic rw, input logic [1:0] in_num, output logic [1:0] out_num);
reg [1:0] number_memory [9:0];
always_ff @(posedge clock) begin
    if(rw == 0)
        out_num <= number_memory[address];
    else if(rw) begin
        out_num <= 2'bxx;
        number_memory[address] <= in_num;
    end
end
endmodule
module rng(input logic clock, input logic reset, output logic [1:0] new_num);
logic [2:0] rand_num;
always_ff @(posedge clock)
  if (reset == 0)
     rand_num <= 1;  
  else
     if (rand_num == 4)
	     rand_num <= 1;
	  else 
	     rand_num++;
assign new_num = rand_num[1:0];
endmodule
module simonSays #( parameter ms=1_000_000) (input logic CLOCK_50, input logic [3:0] KEY,
             input logic [9:0] SW, output logic [9:0] LEDR,
             output logic [6:0] HEX0);
wire [1:0] newRandNum;
wire [1:0] mem_out_num;
wire [3:0] to_cmp;
wire [3:0] mem_address;
wire [3:0] address_from_blinker;
wire [3:0] address_from_fsm;
wire getRandNum;
wire rw_mem;
wire on_cmp;
wire on_input_block;
wire on_blinker;
wire cmp_good;
wire blinker_done;
wire input_done;
wire [3:0] sevenSegDisplay;
wire [9:0] ledr_blinker;
wire [9:0] ledr_input_block;
assign LEDR = on_blinker ? ledr_blinker : 
(on_input_block ? ledr_input_block : 10'b0000_0000_00);
assign mem_address = on_blinker ? address_from_blinker : address_from_fsm;
rng rng(.clock(CLOCK_50), .reset(KEY[0]), .new_num(newRandNum));
mem mem(.clock(CLOCK_50), .address(mem_address), .rw(rw_mem), .in_num(newRandNum), .out_num(mem_out_num));
blinker #(ms)
blinker(
    .clk(CLOCK_50),
    .reset(KEY[0]),
    .on_off(on_blinker),             
    .level(address_from_fsm),       
    .led_to_glow(mem_out_num),  
    .done(blinker_done),              
    .count(address_from_blinker),        
    .led_out(ledr_blinker)    
);
input_block input_block(    
    .clk(CLOCK_50),
    .reset(KEY[0]),
    .on_off(on_input_block),            
    .sw(SW),
    .led(ledr_input_block),  
    .to_cmp(to_cmp),
    .input_done(input_done)
);
cmp cmp(    
    .clk(CLOCK_50),
    .reset(KEY[0]),
    .on_off(on_cmp),            
    .sw(to_cmp),
    .actual(mem_out_num),
    .correct_input(cmp_good)
);
fsm fsm(    
    .clk(CLOCK_50),
    .reset(KEY[0]),
    .blinker_done(blinker_done),
    .cmp_good(cmp_good),
    .input_done(input_done),
    .getRandNum(getRandNum),
    .rw_mem(rw_mem),
    .on_cmp(on_cmp),
    .on_input_block(on_input_block),
    .on_blinker(on_blinker),
    .out_level(address_from_fsm),
    .sevenSegDisplay(sevenSegDisplay)
);
sevenSeg sevenSeg(.counter(sevenSegDisplay), .hex(HEX0));
endmodule
module sevenSeg(input logic [3:0] counter, output logic [6:0] hex);
	always @ (counter[3:0]) begin
	    case(counter[3:0])
            4'b0000:  hex = 7'b1000000;
	        4'b0001:  hex = 7'b1111001;
            4'b0010:  hex = 7'b0100100;
            4'b0011:  hex = 7'b0110000;
            4'b0100:  hex = 7'b0011001;
            4'b0101:  hex = 7'b0010010;
            4'b0110:  hex = 7'b0000010;
            4'b0111:  hex = 7'b1111000;
            4'b1000:  hex = 7'b0000000;
            4'b1001:  hex = 7'b0010000;
            default:  hex = 7'b1111111;
        endcase
    end	
endmodule
### /design/flow/run.sh
#!/bin/bash
# OpenROAD 26Q1-2900-gdf79404cd8, Yosys 0.63+post, stock flow scripts
make -C /OpenROAD-flow-scripts/flow DESIGN_CONFIG=/design/flow/config.mk WORK_HOME=/design/flow/orfs finish
==> job_summary.md <==
### Metrics collected by this job

| Metric | Value |
|---|---|
| Status | completed |
| Final Instance Count excl. Fillers | around 700 |
| Worst-path clk slew | approximately 80 ps |
| DP Wirelength | 6848 um |
| Setup TNS | 0 ps |
| Port Buffers | 26 |
| Vias per inst | 5.416 |
| Min-delay worst type | primary input to clock gate |
| First-pass GRT wire length | 17040 um |
| Slew HR | 46.40% |
| Adder Share, Synth | 3.319% |
| Remaining DRCs | 0 |
| MUX area fraction | between 3 and 4% |
| VDD IR-drop max | 0.00009764 V |
| Area leader, netlist | dfxtp_1 |
| Layout cells sized above 1 | between 8 and 9% |
| CP Class | flop to primary output |
| Final Setup Violations | 0 |
| Commonest flop | dfxtp_1 |
| Post-CTS Repair Setup Buffers | 0 |
| Compound-Gate Fraction of Synth Area | between 10% and 20% |
| Reg-to-Reg End | blinker.time_counter[4] |
| Gr usage total | 21.88% |
| Core ar. | 9371 um^2 |
| Max Freq | roughly 250 MHz |
| Mean Syn Cell Area | 9.317 um^2 |
| Least-Margin Pin Slew | 801.1 ps |
| Dpl cells | 665 |
| GRT overflow | 0 |
| Yosys simple share | 25.20% |
| Max FO, Critical Path | 20 |
| Final Cycle Share | 65.48% |
| Mapped Area | 4901 um^2 |
| CP Data Arrival Time | 2770 ps |
| Final wirelength | approximately 9800 um |
| Final Max Tran Viols | 0 |
| PwrDens | 199.9 nW/um^2 |
| Initial antenna violation count | 0 |
| Clock Latency Late Sink | about 670 ps |
| Hold slack | 228.7 ps |
| RSZ-0062 raised after global routing | false |
| Number of synthesized register bits | 99 |
| Post-synth seq share | 46.16% |
| Synth warn | 7 |
| Minimum clock period | between 3000 and 4000 ps |
| Via count | 3775 |
| DIE AREA | 10200 um^2 |
| Final hold violation count | 0 |
| Die X | approximately 100 um |
| Die height | 101.0 um |
| Worst hold stages | 4 |
| Floorplan core density | 52.30% |
| R2R depth | 7 |
| Top cell area share | 29.00% |
| Stage-log warning count | 31 |
| P&R area growth vs syn | 16.01% |
| Gpl congestion | 0.8516 |
| 1st-iter DRT viols | 163 |
| Synth cell count leaders | nor2_1, dfxtp_1, nand2_1, edfxtp_1, a21oi_1 |
| Most common cell in the synthesized netlist | nor2_1 |
| Antenna Cells | 0 |
| XOR-XNOR Cells, Area Fraction | between 6 and 7% |
| Worst Skew | 66.14 ps |
| Ranking of synthesized cells by area | dfxtp_1, edfxtp_1, nor2_1, xor2_1, ha_1 |
| Vias in the first global route | 3559 |
| Static leakage | 2.038 nW |
| Filler Cells Inserted | roughly 830 |
| I/O pins | 32 |
| R2r startpoint | fsm.currState[6] |
| CP required | 4880 ps |
| Yosys Chip Area | 4901 um^2 |
| # Cells Yosys | 526 |
| CP endpoint kind | primary output |
| Post-synth ARST share | 0% |
| FF-to-FF setup slack | between 3000 and 4000 ps |
| Remaining antenna violation count | 0 |
| Dominant comb cell | simple AND/OR/NAND/NOR gates |
| DR pass1 iterations | 4 |
| Max-cap check violation count | 0 |
| Distinct cell type count after synthesis | 59 |
| Synth Instances | 526 |
| CP startpoint kind | flop |
| CTS tree | built |
| Pin count of the biggest net entering global routing | 29 |
| Rows | 35 |
| Count of library flops with an enable pin | 28 |
| Min-delay src | KEY[0] |
| Drt wl/cell | 14.12 um |
[report_power, final]
group / internal, mW / total (mW) / switching, mW
combinational: 0.0443 / 0.0987 / 0.0544
sequential: 0.503 / 0.520 / 0.0165
clock: 0.331 / 0.518 / 0.188
total: 0.878 / 1.14 / 0.258
[registers in the layout (all words and copies together) (netlist names)]
name,cells
blinker.led_out,4
blinker.done,1
input_block.debounce_counter,10
input_block.input_done,1
fsm.level,4
mem.out_num,2
blinker.count,4
input_block.to_cmp,4
fsm.step,4
input_block.save_sw,4
fsm.currState,6
rng.rand_num,3
blinker.time_counter,32
mem.number_memory,20
[cell usage in the layout, fill, tap and decap left out, types with 6 or more instances in the layout]
cell / instances
nand3_1: 23
nor2_1: 80
nand2_1: 39
a21oi_1: 24
mux2i_1: 12
or3_1: 10
inv_1: 16
buf_4: 6
a2111o_1: 8
and4_1: 7
clkdlybuf4s50_1: 26
nor3_1: 11
nand2b_1: 6
xnor2_1: 13
o21ai_0: 16
ha_1: 13
xor2_1: 22
clkbuf_8: 22
nand4_1: 14
edfxtp_1: 28
nor4_1: 7
and3_1: 15
dfxtp_1: 71
[layer usage]
layer / part of all wire, % / track usage [%] / up-vias
met4: 1.0 / 3.122 / 0
met2: 42 / 31.14 / 72
li1: - / - / 1948
met1: 53 / 35.99 / 1747
met3: 4.0 / 5.148 / 8
met5: 0 / 0 / -
[stage by stage]
step                worst slack, ps  utilization, %  power [mW]  instance area (um^2)
finish                         2106           60.67       1.136                  5685
global route                   1874           60.67       1.188                  5685
CTS                            2068           60.67       1.153                  5685
detailed placement             2545           55.90      0.6600                  5239
global placement               2546           55.90      0.6590                  5239
floorplan                      3522               -      0.6271                  4905
[worst max-delay path: stages, from the launching register on]
cell	delay, ps
dfxtp_1	730
clkinv_1	460
nor2_1	320
a22o_1	180
clkdlybuf4s50_1	460
[what timing repair did]
item,CTS,global route
endpoints found under the hold margin,1,0
resized,0,0
hold buffers,3,0
[cell families (layout without fill, tap and decap cells)]
kind of cell	count (synthesis)	count (layout)
simple gates	242	242
flops	99	99
compound gates	78	78
buf+inv	41	82
xor+xnor	35	35
mux	17	17
fa+ha+maj	13	13
other cells	1	2
[worst max-delay path by stage]
stage / start / endpoint / slack, ps / cells past startpoint
CTS: fsm.currState[6] / LEDR[1] / 2070 / 4
global route: fsm.currState[6] / LEDR[3] / 1870 / 4
finish: fsm.currState[6] / LEDR[1] / 2110 / 4
[cell type report]
type / instances / area [um^2] / share of cell area, %
clock buffers: 22 / 302.8 / 5.326
flip-flops and latches: 99 / 2262 / 39.79
multi-input cells: 387 / 2442 / 42.96
well taps: 129 / 161.4 / 2.839
repair buffers: 35 / 335.3 / 5.898
clock inverters: 7 / 113.9 / 2.003
inverters: 18 / 67.56 / 1.188
Power is estimated from default activity; no workload was simulated.
